==> design/flow/design.v <==
`timescale 1ns / 1ps
module key_filter(Clk,Rst_n,key_in,key_in_flag);
	input Clk;
	input Rst_n;
	input key_in;
	 reg key_flag;
	 output key_in_flag;
	localparam
		IDEL		= 4'b0001,
		WAIT0	= 4'b0010;
	reg [3:0]state;
	reg [19:0]counter;
	reg cnt_enable;	 
	reg key_sync0,key_sync1;
	wire key_pedge,key_nedge;
	reg time_arrive;
	always@(posedge Clk or negedge Rst_n)
	if(!Rst_n)begin
		key_sync0 <= 1'b0;
		key_sync1 <= 1'b0;
	end
	else begin
		key_sync0 <= key_in;
		key_sync1 <= key_sync0;	
	end
	assign key_nedge = !key_sync0 & key_sync1;
	assign key_pedge = key_sync0 & (!key_sync1);
	always@(posedge Clk or negedge Rst_n)
	if(!Rst_n)begin
		cnt_enable <= 1'b0;
		state <= IDEL;
		key_flag <= 1'b0;
	end
	else begin
		case(state)
			IDEL :
				begin
					key_flag <= 1'b0;
					if(key_pedge)begin
						state <= WAIT0;
						cnt_enable <= 1'b1;
					end
					else
						state <= IDEL;
				end	
			WAIT0:
				if(time_arrive)begin
					key_flag <= 1'b1;
					cnt_enable <= 1'b0;
					state <= IDEL;
				end
				else if(key_nedge)begin
					state <= IDEL;
					cnt_enable <= 1'b0;
				end
				else
					state <= WAIT0;
			default:;		
		endcase	
	end
	always@(posedge Clk or negedge Rst_n)
	if(!Rst_n)
		counter <= 20'd0;
	else if(cnt_enable)
		counter <= counter + 1'b1;
	else
		counter <= 20'd0;
	always@(posedge Clk or negedge Rst_n)
	if(!Rst_n)
		time_arrive <= 1'b0;
	else if(counter == 4) 
		time_arrive <= 1'b1;
	else
		time_arrive <= 1'b0;	
assign key_in_flag=key_flag;
endmodule
`timescale 1ns / 1ps
module lock_design_prj(
					input 			 			Clk,
					input 			 			Rst_n,
					input 			 			key_in,
					input       wire	[3:0]	Sw,
					output                      Close_sig,
					output                      OPEN_sig,
					output                      ERROR_sig,
					output      	            Change_word,
					output                      Dp,
					output  	[7:0]			sel,
					output wire [6:0]			seg
                      );
wire    		Key_Done_Sig;
wire  [3:0]     Password_num1;
wire  [3:0]     Password_num2;
wire  [3:0]     Password_num3;
wire  [3:0]     Password_num4;
wire  [23:0]    disp_data;
wire 				Close_sig_r ;
wire 				OPEN_sig_r ;
wire 				ERROR_sig_r ;
wire 				Change_word_sig ;
key_filter key_filter_U0 (
    .Clk(Clk), 
    .Rst_n(Rst_n), 
    .key_in(!key_in), 
    .key_in_flag(Key_Done_Sig)
    );
lock_sta_ctrl lock_sta_ctrl_U1 (
    .clk(Clk), 
    .rst_n(Rst_n), 
    .Key_Data(Sw), 
    .Key_Done_Sig(Key_Done_Sig), 
    .Password_num1(Password_num1), 
    .Password_num2(Password_num2), 
    .Password_num3(Password_num3), 
    .Password_num4(Password_num4), 
    .Change_word_sig(Change_word_sig), 
    .Close_sig(Close_sig_r), 
    .OPEN_sig(OPEN_sig_r), 
    .ERROR_sig(ERROR_sig_r)
    );	
seg_decode seg_decode_U2 (
    .Clk(Clk), 
    .Rst_n(Rst_n), 
    .En(1'b1), 
    .disp_data(disp_data), 
    .sel(sel), 
    .seg(seg)
    );
assign  disp_data={Password_num1,Password_num2,Password_num3,Password_num4};
assign  Close_sig=Close_sig_r;
assign  OPEN_sig=OPEN_sig_r;
assign  ERROR_sig=ERROR_sig_r;
assign  Change_word=Change_word_sig;
assign  Dp	   = 1'b1;
endmodule					  
`timescale 1ns / 1ps
module   lock_sta_ctrl(
							clk,
							rst_n,
							Key_Data,
							Key_Done_Sig,
							Password_num1,
							Password_num2,
							Password_num3,
							Password_num4,
						    Change_word_sig, 
							Close_sig, 
							OPEN_sig, 
							ERROR_sig 
							 );
input  clk;
input  rst_n;
input  [3:0]Key_Data;	
input  Key_Done_Sig;
output reg [3:0] Password_num1;
output reg [3:0] Password_num2;
output reg [3:0] Password_num3;
output reg [3:0] Password_num4;
output  reg Change_word_sig;
output  reg OPEN_sig;
output  reg ERROR_sig;
output  reg Close_sig;
reg  [6:0] i;
reg  [3:0] initial_word1=4'h1;
reg  [3:0] initial_word2=4'h2;
reg  [3:0] initial_word3=4'h3;
reg  [3:0] initial_word4=4'h4;
always@(posedge clk or negedge rst_n)
begin
  if(!rst_n)
     begin
	    i<=7'd0;
	    initial_word1<=4'h1;
		initial_word2<=4'h2;
		initial_word3<=4'h3;
		initial_word4<=4'h4;
		Password_num1<=4'hf;
		Password_num2<=4'hf;
		Password_num3<=4'hf;
		Password_num4<=4'hf;
		Change_word_sig<=1'b0;
		OPEN_sig<=1'b1;
		ERROR_sig<=1'b0;
		Close_sig<=1'b0;
	  end  	
else if((Key_Done_Sig==1'b1))
  begin
    case(i)
	  7'd0:
	       case(Key_Data)
			 4'hE : 
			      begin
					    i<=i+1'b1;							
						Password_num1<=4'hf;
						Password_num2<=4'hf;
						Password_num3<=4'hf;
			            Password_num4<=4'hf;
						OPEN_sig<=1'b0;
						Close_sig<=1'b1;
						Change_word_sig<=1'b0;
					end
			4'hF:  
			     begin
				     i<=7'd8;				 				 
					 Password_num1<=4'hf;
					 Password_num2<=4'hf;
					 Password_num3<=4'hf;
					 Password_num4<=4'hf; 
					 Change_word_sig<=1'b1;
					 OPEN_sig<=1'b1;
					 Close_sig<=1'b0;
				  end
		default:;
		endcase			
    7'd1:
				     begin
				        Password_num1<=Key_Data;
						OPEN_sig<=1'b0;
						Close_sig<=1'b1;
						Change_word_sig<=1'b0;	
                        i<=i+1'b1;
				    	end	
	 7'd2:
						begin
						Password_num2<=Key_Data;
						OPEN_sig<=1'b0;
						Close_sig<=1'b1;
						Change_word_sig<=1'b0;	
						i<=i+1'b1;						
						end
	7'd3:
					  begin
					  Password_num3<=Key_Data;				  
					  OPEN_sig<=1'b0;
					  Close_sig<=1'b1;
					  Change_word_sig<=1'b0;	
                      i<=i+1'b1;
					  end	
	7'd4:
					  begin
					  Password_num4<=Key_Data;
					  OPEN_sig<=1'b0;
					  Close_sig<=1'b1;
					  Change_word_sig<=1'b0;	
                      i<=i+1'b1;
					  end			   
	7'd5:
           begin
			    if(Key_Data==4'hD) 
			    begin
				    if((Password_num1==initial_word1)&&(Password_num2==initial_word2)&&(Password_num3==initial_word3)&&(Password_num4==initial_word4)) 
					    begin
						i<=7'd0; 
						Password_num1<=4'hf; 
						Password_num2<=4'hf;
						Password_num3<=4'hf;
			            Password_num4<=4'hf;	
						OPEN_sig<=1'b1; 
						Close_sig<=1'b0; 
						Change_word_sig<=1'b0;	
						ERROR_sig<=1'b0;
						 end
				  else
					  begin
					    Password_num1<=4'hf;
						Password_num2<=4'hf;
						Password_num3<=4'hf;
						Password_num4<=4'hf;	
						OPEN_sig<=1'b0;
						Close_sig<=1'b1;
						Change_word_sig<=1'b0;	
						ERROR_sig<=1'b1;
						i<=7'd1; 
			          end		  
			    end	 
			  else
						i<=i; 
			  end 
	7'd8:
	     begin
		             i<=i+1'b1;
		      	     Password_num1<=Key_Data; 
					 Change_word_sig<=1'b1;
			   		 OPEN_sig<=1'b1;
					 Close_sig<=1'b0;
		   end
	7'd9:
			begin
		    Password_num2<=Key_Data; 
			i<=i+1'b1;						
			end
	7'd10:
					  begin
					  Password_num3<=Key_Data;
                      i<=i+1'b1;
					  end	
	7'd11:
					  begin
					  Password_num4<=Key_Data;
                      i<=i+1'b1;
					  end							  
   7'd12:
         begin
			   if(Key_Data==4'hD)
				  begin
				      initial_word1<=Password_num1;
					  initial_word2<=Password_num2;
					  initial_word3<=Password_num3;
					  initial_word4<=Password_num4;
					  i<=7'd0;
					 Change_word_sig<=1'b0;
					 OPEN_sig<=1'b1;
					 Close_sig<=1'b0;
				     Password_num1<=4'hF;
		             Password_num2<=4'hF;
		             Password_num3<=4'hF;
		             Password_num4<=4'hF; 			  			  
				   end					
			 else
		         i<=i;	 	   
		   end	
  default:;
  endcase
  end  
end
endmodule							 
`timescale 1ns / 1ps
module seg_decode(Clk,Rst_n,En,disp_data,sel,seg);
	input Clk;	 
	input Rst_n;
	input En;	
	input [15:0]disp_data;
	output [7:0] sel; 
	output reg [6:0] seg; 
	reg [14:0]divider_cnt; 
	reg clk_1K;
	reg [7:0]sel_r;
	reg [3:0]data_tmp;
	always@(posedge Clk or negedge Rst_n)
	if(!Rst_n)
		divider_cnt <= 15'd0;
	else if(!En)
		divider_cnt <= 15'd0;
	else if(divider_cnt == 24999)
		divider_cnt <= 15'd0;
	else
		divider_cnt <= divider_cnt + 1'b1;
	always@(posedge Clk or negedge Rst_n)
	if(!Rst_n)
		clk_1K <= 1'b0;
	else if(divider_cnt == 24999)
		clk_1K <= ~clk_1K;
	else
		clk_1K <= clk_1K;
	always@(posedge clk_1K or negedge Rst_n)
	if(!Rst_n)
		sel_r <= 8'b1111_1110;
	else if(sel_r == 8'b1111_0111)
		sel_r <= 8'b1111_1110;
	else
		sel_r <=  {sel_r[6:0],sel_r[7]};
	always@(*)
		case(sel_r)
			8'b1111_1110:data_tmp = disp_data[3:0];
			8'b1111_1101:data_tmp = disp_data[7:4];
			8'b1111_1011:data_tmp = disp_data[11:8];
			8'b1111_0111:data_tmp = disp_data[15:12];
			default:data_tmp = 4'b0000;
		endcase
	always@(*)
		case(data_tmp)
			4'h0:seg = 7'b1000000;
			4'h1:seg = 7'b1111001;
			4'h2:seg = 7'b0100100;
			4'h3:seg = 7'b0110000;
			4'h4:seg = 7'b0011001;
			4'h5:seg = 7'b0010010;
			4'h6:seg = 7'b0000010;
			4'h7:seg = 7'b1111000;
			4'h8:seg = 7'b0000000;
			4'h9:seg = 7'b0010000;
			4'ha:seg = 7'b0001000;
			4'hb:seg = 7'b0000011;
			4'hc:seg = 7'b1000110;
			4'hd:seg = 7'b0100001;
			4'he:seg = 7'b0000110;
			4'hf:seg = 7'b1111111;
		endcase
	assign sel = (En)?sel_r:8'b1111_1111;
endmodule
==> design/flow/run.sh <==
#!/bin/bash
# OpenROAD 26Q1-2900-gdf79404cd8, Yosys 0.63+post, stock flow scripts
make -C /OpenROAD-flow-scripts/flow DESIGN_CONFIG=/design/flow/config.mk WORK_HOME=/design/flow/orfs finish
==> design/flow/config.mk <==
export PLATFORM = sky130hd
export DESIGN_NAME = lock_design_prj
export DESIGN_NICKNAME = lock_design_prj
export VERILOG_FILES = /design/flow/design.v
export SDC_FILE = /design/flow/constraint.sdc
export NUM_CORES = 4
export LEC_CHECK = 1
export CORE_UTILIZATION = 50
==> design/flow/constraint.sdc <==
current_design lock_design_prj

set clk_period 4.6
set clk_io_pct 0.2

create_clock -name clk0 -period $clk_period [get_ports {Clk}]

set non_clock_inputs [all_inputs -no_clocks]
set_input_delay [expr $clk_period * $clk_io_pct] -clock clk0 $non_clock_inputs
set_output_delay [expr $clk_period * $clk_io_pct] -clock clk0 [all_outputs]
==> changes_impl.md <==
## Implementation

* Pleak at 2.42 nW
* P per Cell Area at 261 mW/mm²
* Maximum clock rate at 0.275 GHz
* Worst Skew at 14.2 ps
* Post-DP HPWL at 6400 µm
* Yosys cell types at 60
* Endpoints left unconstrained at 16
* End of the critical path: seg[3]
* CP cell instances: a22o_1 -> a22oi_1 -> inv_1 -> ha_1 -> mux4_2 -> clkdlybuf4s50_1
* Tool warnings at 33
* WL/cell at 15.2 µm
* RR Startpoint: lock_sta_ctrl_U1.i[0]
* Mapped Cells at 462
* Final max-slew violation count at 0
* Number of setup buffers added after CTS at 0
* Clk buf depth at 2
* Maximum vdd ir drop at 0.000202 V
* CTS Buf Count at 9
* Critical path startpoint category: flip-flop
* Asr flop ratio synth at 100%
* Final WL at 9340 µm
* # diodes at 0
* Most frequent cells in the layout: dfrtp_1, nor2_1, xor2_1, dfstp_2, nand2_1
* Post-CTS sizing at 0
* Die Ht at 102 µm
* CP peak stage delay at 460 ps
* Clk Tree Root Cell: clkbuf_8
* Ys cells at 462
* M1 wire length at 4640 µm
* Flip-flops with a built-in enable at 0
* Synthesized area at 0.00497 mm²
* DP Worst Slack at 1350 ps
* Pre-antenna DRT Iters at 4
* Num ports at 27
* Final Hold Vio Count at 0
* Most used flip-flop cell: dfrtp_1
* Final setup violating endpoints at 0
* Crit. path cell count at 6
* Clk Latency, worst-skew pair at 350 ps
* Clk pwr share at 44.5%
* Overflow after GRT at 0
* Worst hold path type: reg -> reg
* Die W at 102 µm
* Sw Ratio at 21.3%
* Reg2reg setup slack at 1920 ps
* Reg power frac at 53.1%
* DP Cell Count at 600
* Yosys Chip Area at 0.00497 mm²
* Max layer used: met4
* Final min period at 3640 ps
* CTS tree: done
* Post-synth regs at 94
* Hold-fix buffers, CTS at 0
* Syn avg cell area at 10.7 µm²
* Largest net degree at the start of global routing at 61
* GP Congestion at 0.915
* CP Buf/Inv Count at 2
* Commonest Layout Cell: dfrtp_1
* Metal2 WL at 4160 µm
* Total power at 1.44 mW
* Critical-path top delay cell: mux4_2
* Fp util at 51.3%
* Setup TNS at 0 ps
* WL met3 at 461 µm
* Non-filler cells, final at 616
* Register pins left without a clock at 8
* Global-route wire length before repair at 15600 µm
* Combinational share of power at 2.4%
* Core Region at 0.00968 mm²
* WS Path Type: reg -> out
* Crit. Startpoint: lock_sta_ctrl_U1.Password_num3[0]
* Port Buffer Count at 25
* Initial antenna violation count at 0
* Crit path DRT at 3680 ps
* Routed Antenna Nets at 0
* Area Growth Syn to Fin at 11.3%
* Remaining DRCs at 0
* Layout cells sized above 1 at 17.6%
* Vias in the first global route at 3234
* Row count at 36
* Via density at 5.51
* Status: complete, no violations
* Worst setup margin at 964 ps
* CTS H-tree depth at 3
* Via count at 3395
* FF-to-FF End: lock_sta_ctrl_U1.Change_word_sig
* R2R cell count at 7
* CP Capture Type: output port
* RSZ-0062 raised after global routing: no
* Max_slew headroom at 48.9%
* MaxCap Viol Count at 0
* Clock slew at reported path FFs at 90 ps
* Critical path's top delay family: AND-OR/OR-AND gates
* Die Area at 0.0103 mm²
* Worst-path fanout max at 6
* Arr. time, crit path at 2720 ps
* Sw power at 0.308 mW
* Gr usage total at 20.1%
* Pint at 1.14 mW
* Fin crit share at 79.0%
* Worst Tran Pin Value at 767 ps
* Violation count after the first detailed-route iteration at 131
* Post-synth seq share at 48.1%
* Syn. warnings at 4
-- through the flow --
step,instance area (µm²),hold slack [ps],utilization (%)
after floorplan,4970,375,-
final,5530,417,57.1
after global routing,5530,438,57.1
after global placement,5280,397,54.5
after CTS,5530,417,57.1
after detailed placement,5280,393,54.5
-- final cells by class --
type	count	area [µm²]
Clock buffer	9	124
Inverter	17	63.8
Clock inverter	7	121
Fill cell	808	4160
Tap cell	133	166
Timing Repair Buffer	29	278
Sequential cell	94	2390
Multi-Input combinational cell	327	2380
-- power by group through the flow --
| stage | logic (mW) | registers (mW) | clock network [mW] |
|---|---|---|---|
| 4_1_cts | 0.0359 | 0.766 | 0.660 |
| 5_1_grt | 0.0400 | 0.766 | 0.688 |
| 6_report | 0.0346 | 0.766 | 0.643 |
-- sequential cells by signal, indices dropped and copies added, names as in the netlist, 2 cells and up --
register,count
key_filter_U0.counter,20
key_filter_U0.state,2
lock_sta_ctrl_U1.Password_num1,4
lock_sta_ctrl_U1.Password_num2,4
lock_sta_ctrl_U1.Password_num3,4
lock_sta_ctrl_U1.Password_num4,4
lock_sta_ctrl_U1.i,7
lock_sta_ctrl_U1.initial_word1,4
lock_sta_ctrl_U1.initial_word2,4
lock_sta_ctrl_U1.initial_word3,4
lock_sta_ctrl_U1.initial_word4,4
seg_decode_U2.divider_cnt,15
seg_decode_U2.sel_r,8
-- cells in the mapped netlist (10+ instances only) --
master,number,area share [%]
dfrtp_1,64,32
nor2_1,40,3.0
xor2_1,34,6.0
dfstp_2,30,16
nand2_1,27,2.0
inv_1,17,1.3
nand3_1,17,1.7
o22a_1,16,2.8
clkbuf_1,14,1.1
mux2_2,14,3.2
o21ai_0,13,1.3
ha_1,12,3.0
nor3_1,12,1.2
xnor2_1,11,1.9
a22o_1,10,1.8
mux2_4,10,3.0
-- kinds of logic after synthesis --
family	Yosys count	share of synthesized area (%)
xor gates and xnor gates	45	7.94
DFF	94	48.1
adders and majority gates	12	3.02
and+or+nand+nor	156	16.5
buffers and inverters	41	3.88
other	1	0.0755
muxes	33	8.26
AOI/OAI and AO/OA	80	12.2
-- worst reg2reg max path: cells and delay by family (launching register included) --
kind                     cells  cell delay [ps]
flip-flops                   1              470
AND/OR/NAND/NOR              2              290
AND-OR/OR-AND                1              630
buffers and inverters        1              110
multiplexers                 2              620
adder cells (fa/ha/maj)      1              450
-- worst min-delay path by stage --
| stage | from | endpoint | slack, ps | depth (start not counted) |
|---|---|---|---|---|
| 4_1_cts | key_filter_U0.key_sync0 | key_filter_U0.key_sync1 | 420 | 0 |
| 5_1_grt | key_filter_U0.key_sync0 | key_filter_U0.key_sync1 | 440 | 0 |
| 6_report | key_filter_U0.key_sync0 | key_filter_U0.key_sync1 | 420 | 0 |
-- routing by layer --
metal  up-vias  global-route usage (%)
li1       1684                       -
met1      1638                    33.9
met2        67                    29.2
met3         6                    4.13
met4         0                    2.01
met5         -                       0
No activity file was given, so power comes from the tool's default toggle rates.
