## /design/flow/run.sh

```bash
#!/bin/bash
# OpenROAD 26Q1-2900-gdf79404cd8, Yosys 0.63+post, stock flow scripts
make -C /OpenROAD-flow-scripts/flow DESIGN_CONFIG=/design/flow/config.mk WORK_HOME=/design/flow/orfs finish
```

## /design/flow/config.mk

```make
export PLATFORM = sky130hd
export DESIGN_NAME = clk_div
export DESIGN_NICKNAME = clk_div
export VERILOG_FILES = /design/flow/design.v
export SDC_FILE = /design/flow/constraint.sdc
export NUM_CORES = 4
export LEC_CHECK = 1
export CORE_AREA = 10 10 78 78
export DIE_AREA = 0 0 88 88
```

## /design/flow/constraint.sdc

```tcl
current_design clk_div

set clk_period 3.6
set clk_io_pct 0.2

create_clock -name clk0 -period $clk_period [get_ports {clkIn}]

set non_clock_inputs [all_inputs -no_clocks]
set_input_delay [expr $clk_period * $clk_io_pct] -clock clk0 $non_clock_inputs
set_output_delay [expr $clk_period * $clk_io_pct] -clock clk0 [all_outputs]
```

## /design/flow/design.v

```verilog
`timescale 1ns / 1ps
module clk_div( 
input clkIn, 
output Clk);
    wire clock_in;  
    reg[27:0] counter=28'd0;
    parameter DIVISOR = 28'd500;
always @(posedge clkIn)
    begin
        counter <= counter + 28'd1;
    if(counter>=(DIVISOR-1))
        counter <= 28'd0;
end
assign Clk = (counter<DIVISOR/2)?1'b0:1'b1;
endmodule
```

==> reports/results.md <==
| Item | Reported |
|:---|:---|
| Average instance area after synthesis | 11.9 sq um |
| Placer congestion estimate | 0.746 |
| Final cell area excluding filler cells | 0.00102 sq mm |
| Post-synthesis sequential area ratio | 68.5% |
| Largest register by flop count | counter |
| Synth Instances | 69 |
| Setup repair after global routing missed its margin | no |
| F_max | 319 MHz |
| CTS Sinks | 28 |
| Cell type of the slowest stage on the worst timing path | or4_1 |
| Antenna violations before repair | 0 |
| Min-Delay Path Class | reg2reg |
| Final TNS setup | 0 ns |
| Synth warnings | 1 |
| Crit share post-route | 87.1% |
| Result of the run | complete, no violations |
| CTS Root Cell | clkbuf_8 |
| Post-route setup slack | 0.463 ns |
| DIE AREA | 0.00774 sq mm |
| Number of global-route vias before repair | 465 |
| Synthesis-to-layout area growth | 24.8% |
| Setup violators final | 0 |
| Endpoints failing hold | 0 |
| Estimated wirelength of the detail-placed design | 742 um |
| Number of buffer cells added on primary ports | 1 |
| Count of unique library cells instantiated by Yosys | 19 |
| PwrDens | 550 mW/mm^2 |
| Tally of nets with antenna violations remaining after routing | 0 |
| Critical path fanouts, max | 10 |
| Total cell area reported by yosys after synthesis | 818 sq um |
| List of cells traversed by the critical path | nor4_1 > nand4_1 > or4_1 > or3_1 > clkdlybuf4s50_1 |
| End point of the critical path | Clk |
| FP Core Util | 18.5% |
| Clock H-tree levels | 1 |
| Worst Skew | 0.00402 ns |
| Launch point of the worst reg-to-reg path | counter[17]$_SDFF_PP0_ |
| Antenna diode count | 0 |
| Area after detailed placement | 950 sq um |
| Maximum number of pins on one net before global-route repair | 17 |
| Number of search-and-repair iterations in the first detailed-routing pass | 4 |
| Number of DRC violations after detailed routing | 0 |
| Congestion Overflow GR | 0 |
| CP Launch Type | register |
| Number of CTS-inserted buffers | 3 |
| Vias per std cell | 3.48 |
| Global-route wire length before repair | 1.90 mm |
| Die outline height | 88 um |
| Peak supply drop | 0.000171 V |
| I/O pin total | 2 |
| # placed instances | 139 |
| Max-slew headroom | 62.2% |
| Area of the mapped netlist | 818 sq um |
| Worst path required time | 2.88 ns |
| Largest buffer count on any clock path | 2 |
| Post-detailed-routing wire length | 1.02 mm |
| Startpoint of the most critical setup path | counter[17]$_SDFF_PP0_ |
| Number of setup buffers added after CTS | 0 |
| Tool Warnings | 25 |
| DR vias | 497 |
| Largest registers in the final layout | counter (28) |
| Reg2Reg Setup Slack | 1.92 ns |
| Overall fraction of global-route tracks in use | 3.04% |
| Data arrival time at the worst-slack endpoint | 2.42 ns |
| Drt wl/cell | 7.11 um |
| Count of hold-fix buffers inserted at cts | 0 |
| Clock period minus worst slack | 3.14 ns |
| Largest stage delay, worst path | 0.58 ns |
| Crit path kind | reg2out |
| Leakage | 0.370 nW |
| Cells in synth_stat.txt | 69 |
| Synth flops | 28 |
| Critical Path End Type | output port |
| Capture point of the worst reg-to-reg path | counter[8]$_SDFF_PP0_ |
| Slew at the pin closest to its max-slew limit | 0.565 ns |
| Number of placement rows | 24 |
| Starting DRC count in detailed routing | 24 |
| Clock tree from TritonCTS | built |
| Number of flip-flops in the largest register | 28 |
| Late-Pin Clk Latency | 0.26 ns |
| Die span in x | 88 um |
| Area of the core | 0.00441 sq mm |
| Pre-CTS WS | 0.724 ns |
| Number of violations of the max-capacitance limit | 0 |
| Fraction of final layout cells with drive strength greater than 1 | 5.49% |
| Clock transition at the register clock pins on the worst setup and hold paths after CTS | 0.09 ns |
| Final-report max-slew violation count | 0 |
| Final cell count without fillers | 143 |
| Post-cts gate resize count | 0 |
| Worst Reg-to-Reg Cells | 4 |
## final cells by class
type                       instances  area [sq um]
inverter                           1          3.75
fill                             446          3390
clock inverter                     1          30.0
sequential                        28           561
multi-input combinational         57           310
tap                               52          65.1
timing repair buffer               1          10.0
clock buffer                       3          41.3
## routing by layer
| layer | vias to the layer above | part of all wire [%] | global-route usage (%) |
|---|---|---|---|
| li1 | 262 | - | - |
| met1 | 221 | 45 | 3.74 |
| met2 | 12 | 44 | 4.56 |
| met3 | 2 | 9.2 | 1.87 |
| met4 | 0 | 1.2 | 0.435 |
| met5 | - | 0 | 0 |
## report_power, final
part	internal, W	switching, W	total [W]
clock	0.000149	0.0000863	0.000235
combinational	0.000000699	0.00000223	0.00000293
sequential	0.000321	0.00000294	0.000324
## how the worst min path moves through the flow
| stage | from | endpoint | slack, ns | cells after the start |
|---|---|---|---|---|
| CTS | counter[0]$_SDFF_PP0_ | counter[0]$_SDFF_PP0_ | 0.49 | 1 |
| global route | counter[0]$_SDFF_PP0_ | counter[0]$_SDFF_PP0_ | 0.53 | 1 |
| finish | counter[0]$_SDFF_PP0_ | counter[0]$_SDFF_PP0_ | 0.50 | 1 |
## layout by cell type, fill, tap and decap left out, drive strengths merged
| cell type | count |
|---|---|
| nand3 | 3 |
| o21ai | 1 |
| nor2 | 6 |
| conb | 19 |
| nor3 | 8 |
| bufinv | 1 |
| clkdlybuf4s50 | 1 |
| or3 | 1 |
| clkbuf | 3 |
| dfxtp | 28 |
| nand2 | 1 |
| xnor2 | 6 |
| xor2 | 1 |
| nand4 | 3 |
| nor4 | 4 |
| ha | 1 |
| inv | 1 |
| o31ai | 1 |
| or4 | 1 |
| nor3b | 1 |
## synthesized netlist by cell type
| cell type | instances | area (sq um) |
|---|---|---|
| or4_1 | 1 | 7.51 |
| xnor2_1 | 6 | 52.6 |
| inv_1 | 1 | 3.75 |
| o31ai_1 | 1 | 7.51 |
| xor2_1 | 1 | 8.76 |
| nor2_1 | 6 | 22.5 |
| buf_6 | 1 | 11.3 |
| conb_1 | 1 | 3.75 |
| nor4_2 | 1 | 12.5 |
| nor3b_1 | 1 | 7.51 |
| nor4_1 | 3 | 18.8 |
| o21ai_0 | 1 | 5.00 |
| dfxtp_1 | 28 | 561 |
| nand2_1 | 1 | 3.75 |
| ha_1 | 1 | 12.5 |
| nand4_1 | 3 | 18.8 |
| nand3_1 | 3 | 15.0 |
| nor3_1 | 8 | 40.0 |
| or3_1 | 1 | 6.26 |
## stage by stage
stage | hold slack (ns) | utilization, % | total power, W
6_report | 0.498 | 23.1 | 0.000562
5_1_grt | 0.535 | 23.1 | 0.000586
4_1_cts | 0.495 | 23.1 | 0.000570
3_5_place_dp | 0.482 | 21.5 | 0.000334
3_3_place_gp | 0.474 | 21.5 | 0.000334
2_1_floorplan | 0.451 | - | 0.000333
## cells by family (layout without fill, tap and decap cells)
kind of cell | Yosys count | after routing | synth area share, %
other cells | 1 | 19 | 0.458
simple gates | 28 | 28 | 18.7
compound gates | 2 | 2 | 1.53
fa+ha+maj | 1 | 1 | 1.53
xor+xnor | 7 | 7 | 7.49
flops | 28 | 28 | 68.5
buf+inv | 2 | 6 | 1.83
## worst max-delay path, delay by kind of cell, from the launching register on
kind	cells	cell delay [ns]
AND/OR/NAND/NOR	4	1.43
flip-flops	1	0.30
buffers and inverters	1	0.41
No activity file was given, so power comes from the tool's default toggle rates.
