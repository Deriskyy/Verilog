==> flow/design.v <==
`timescale 1ns / 1ps
module clock_div(
    input CLK5MHZ,
    input reset,
    output reg CLK_1HZ
    );
     integer n;
    initial begin
        CLK_1HZ = 0;
        n = 0;
    end 
 always @(posedge CLK5MHZ) begin
        if (reset == 1'b1) begin
           n <= 0;
           CLK_1HZ <= 0;
        end
       else begin
            n = n + 1;
            if (n >= 249) begin 
                CLK_1HZ = ~CLK_1HZ;
                n = 0;
            end
        end
 end
endmodule
==> flow/run.sh <==
#!/bin/bash
# OpenROAD 26Q1-2900-gdf79404cd8, Yosys 0.63+post, stock flow scripts
make -C /OpenROAD-flow-scripts/flow DESIGN_CONFIG=/design/flow/config.mk WORK_HOME=/design/flow/orfs finish
==> flow/config.mk <==
export PLATFORM = sky130hd
export DESIGN_NAME = clock_div
export DESIGN_NICKNAME = clock_div
export VERILOG_FILES = /design/flow/design.v
export SDC_FILE = /design/flow/constraint.sdc
export NUM_CORES = 4
export LEC_CHECK = 1
export CORE_AREA = 10 10 110 110
export DIE_AREA = 0 0 120 120
==> flow/constraint.sdc <==
current_design clock_div

set clk_period 5.1
set clk_io_pct 0.2

create_clock -name clk0 -period $clk_period [get_ports {CLK5MHZ}]

set non_clock_inputs [all_inputs -no_clocks]
set_input_delay [expr $clk_period * $clk_io_pct] -clock clk0 $non_clock_inputs
set_output_delay [expr $clk_period * $clk_io_pct] -clock clk0 [all_outputs]
==> notes.md <==
The following summarizes the physical implementation.

Global route
The first global-routing pass estimated 8140 um of wire. Recorded from the global router log, the overflow total was 0. The number of global-route vias before repair is 1650.

The number of antenna violations at the first check in global routing came to 0. Summed over all routing layers, the global router reports a total usage of 6.53%. Entering global routing, the biggest net connects 24 pins.

Yosys
The count of synthesis-stage warnings from yosys is 1. The prevailing post-synth register cell is sky130_fd_sc_hd__dfxtp_1. The post-synth tally of flip-flops with integrated enable is 0.

The average instance in the mapped netlist occupies 8.70 sq um. The fraction of the mapped netlist area in simple logic gates is 26.7%. In this run the cell area of the synthesized design comes to around 2200 sq um. The cell-mix breakdown from Yosys lists the XOR/XNOR area share as 12.0%.

In the synthesized netlist, mux cells make up 0.458% of the area. Of all cell types, the one taking the most synthesized area is sky130_fd_sc_hd__dfxtp_1. The synthesized design devotes to its leading area cell type between 30 and 40% of total area. Per the synthesis report, the number of distinct cell types is 49. The synthesized netlist handed to floorplanning was reported with a cell count of 251. In the post-synthesis netlist, the biggest area contributors are sky130_fd_sc_hd__dfxtp_1, sky130_fd_sc_hd__a211oi_2, sky130_fd_sc_hd__xnor2_1. The post-synthesis sequential area ratio is 30.3%. Per the synth log, the flip-flop and latch total comes to 33. The number of cells reported by Yosys stat comes to roughly 250. The dominant non-sequential cell family after synthesis is simple AND/OR/NAND/NOR gates.

Summing the areas of all compound-gate instances in the mapped netlist gives approximately a quarter of the synthesized area. The area of the synthesized netlist per yosys stat is 2180 sq um. The area share of fa/ha/maj cells after synthesis is 1.15%.

For this run, asynchronously set or reset flops after synthesis account for 0%.

Critical path
The critical path in this run is classified as register to register. The highest fanout seen on the critical path is 23. The critical path startpoint category is a register.

The timing startpoint of the critical path is n[0]. STA classifies the critical path endpoint as a register. The arrival time at the worst endpoint is 3.69 ns.

In this run the critical register-to-register path is launched from n[0]. The worst path required time is 5.28 ns.

Floorplanning
The floorplan core area is approximately 9800 sq um. The I/O pin count is 3. The vertical extent of the die is 120 um.

The die extent in x is 120 um. The number of rows created at floorplan is 36. The starting utilization of the core area is ~22%.

The floorplan step defined a die boundary enclosing 14400 sq um.

Clock tree
On the reported timing paths, the clock transition at the registers reads 0.07 ns. The total setup buffers inserted after CTS is 0. Post-CTS repair changed the size of 0 cells. The CTS tree is yes. The clock H-tree reported by CTS has 2 levels. The hold buffer count at cts is 0.

The clock reaches the later pin of the worst-skew pair after 0.28 ns. The deepest clock path buffer count is 2. The root buffer cell is sky130_fd_sc_hd__clkbuf_8. The number of clock sinks came to 33. The total CTS buffers is 5.

Cells and area
The area growth from synthesis to layout is 10.8%. The tally of filler cells in the layout is approximately 1000. Per the final layout report, the fraction of cells sized above drive strength 1 comes to 13.4%. The area of the multi-input gates is ~1500 sq um.

Among logic cells in the layout, the one with the most instances is sky130_fd_sc_hd__dfxtp_1. In the layout the commonest cells are sky130_fd_sc_hd__dfxtp_1, sky130_fd_sc_hd__nand3_1, sky130_fd_sc_hd__xnor2_1, sky130_fd_sc_hd__a211oi_2, sky130_fd_sc_hd__nand2_1. The area of all placed cells without fillers is between 2000 and 2500 sq um. For this run, the share of the core covered by cells in the final layout is 24.8%. The area occupied by registers is 661 sq um.

Route
In this run the remaining antenna-violating nets after routing total 0. After detailed routing, the number of vias per cell comes to 4.84. The script parses the final routing iteration and logs DRC violations as 0.

Before antenna repair, the detailed router went through 4 iterations. The DRC marker count from the first detailed-route iteration is 140. The average wire length per cell after detail routing is 12.2 um.

The total routed wirelength is 4620 um. In the routed netlist, the antenna diode instances number 0. The via count is 1841.

Power
Per the OpenROAD power report, leakage power amounts to 0.665 nW. The total power density per cell area is 192 nW/um^2. Per the power-grid run, VDD falls by no more than between 0.1 and 0.15 mV.

Worst hold path
The most critical min-delay path falls under register to register. Looking at hold timing, the worst path starts from n[0].

STA
The flow reports an fmax of about 280 MHz. The slew of the pin with the lowest slew margin is around 0.86 ns. For reference, the final report shows the hold violation count at 0. The number of max-slew violations in the final report is 0. The worst slew slack as a fraction of its limit is 42.2%. Setup repair after global routing left no endpoint under its margin. The time the final worst path needs with I/O delays and setup is 3.51 ns. The final layout reports a setup TNS of 0 ns. After layout, the setup clock skew is reported as 0.00341 ns. The share of the cycle needed by the critical path after routing is around 69%. The number of endpoints failing setup at the final stage is 0.

Outcome
The run finished with clean final reports.

Run
OpenROAD emitted warnings numbering 26. The max-cap violation count is 0.

Placed design
The tally of buffers added on design ports is 2. The congestion estimate from routability-driven global placement came to ~0.9. Summing all placed instances gives a cell area of 2340 sq um. After legalization and detailed placement, the total HPWL measured approximately 3300 um.
-- routing by layer --
layer	track usage, %	part of all wire, %	up-vias
li1	-	-	941
met1	9.79	50	855
met2	9.70	45	37
met3	1.14	4.0	8
met4	1.13	1.9	0
met5	0	0	-
-- area by class of cell --
class | instances | area share [%]
sequential | 33 | 27.3
tap | 133 | 6.88
multi-input combinational | 196 | 60.0
timing repair buffer | 5 | 1.76
clock buffer | 8 | 3.31
inverter | 5 | 0.776
-- cell usage after synthesis (all sizes together), types with 5 or more instances --
cell    instances
nor3            9
nand4           9
and3            8
a211oi         26
xor2           12
clkbuf         10
nand2          16
nand3          19
nor4            5
nor2           11
inv             5
buf             7
dfxtp          33
and4            5
xnor2          18
o21ai           5
-- state kept, by name, indices dropped and copies added (netlist names) --
name     count
CLK_1HZ      1
n           32
-- critical path, stage by stage, from the launching register on --
cell and delay (ns):
sky130_fd_sc_hd__dfxtp_1 0.41, sky130_fd_sc_hd__ha_1 0.27, sky130_fd_sc_hd__nand2_1 0.15, sky130_fd_sc_hd__or3_1 0.51, sky130_fd_sc_hd__o31ai_2 0.32, sky130_fd_sc_hd__nand4_1 0.19
sky130_fd_sc_hd__a2111oi_4 0.41, sky130_fd_sc_hd__nand4_1 0.47, sky130_fd_sc_hd__buf_4 0.41, sky130_fd_sc_hd__a221oi_1 0.27
-- per-stage QoR --
| step | worst slack [ns] | hold WS, ns | instances | total power, W |
|---|---|---|---|---|
| finish | 1.59 | 0.531 | 380 | 0.000465 |
| global route | 1.23 | 0.573 | 380 | 0.000491 |
| CTS | 1.58 | 0.533 | 380 | 0.000473 |
| detailed placement | 1.63 | 0.521 | 372 | 0.000283 |
| global placement | 1.68 | 0.514 | 372 | 0.000283 |
| floorplan | 2.44 | 0.494 | 251 | 0.000279 |
-- cells by family (layout without fill, tap and decap cells) --
kind of cell,count (synthesis),in the layout
adder cells (fa/ha/maj),2,2
buffers and inverters,22,18
multiplexers,1,1
flip-flops,33,33
AND/OR/NAND/NOR,103,103
AND-OR/OR-AND,60,60
XOR/XNOR,30,30
-- power by group --
part           switching (W)  internal (W)
registers         0.00000272      0.000260
clock network      0.0000912     0.0000969
logic             0.00000920    0.00000538
-- worst paths after layout --
kind / end / slack, ns / cells past startpoint
worst max register to register: n[17] / 1.59 / 9
worst min-delay path: n[0] / 0.53 / 1
worst min register to register: n[0] / 0.53 / 1
worst max-delay path: n[17] / 1.59 / 9
Power figures rest on the tool's default switching activity, not on a simulated workload.
